===== flow/run.sh =====
#!/bin/bash
# OpenROAD 26Q1-2900-gdf79404cd8, Yosys 0.63+post, stock flow scripts
make -C /OpenROAD-flow-scripts/flow DESIGN_CONFIG=/design/flow/config.mk WORK_HOME=/design/flow/orfs finish

===== flow/config.mk =====
export PLATFORM = sky130hd
export DESIGN_NAME = top_stage
export DESIGN_NICKNAME = top_stage
export VERILOG_FILES = /design/flow/design.v
export SDC_FILE = /design/flow/constraint.sdc
export NUM_CORES = 4
export LEC_CHECK = 1
export CORE_UTILIZATION = 30
export SYNTH_MEMORY_MAX_BITS = 65536

===== flow/constraint.sdc =====
current_design top_stage

set clk_period 21.9
set clk_io_pct 0.2

create_clock -name clk0 -period $clk_period [get_ports {clk}]

set non_clock_inputs [all_inputs -no_clocks]
set_input_delay [expr $clk_period * $clk_io_pct] -clock clk0 $non_clock_inputs
set_output_delay [expr $clk_period * $clk_io_pct] -clock clk0 [all_outputs]

===== flow/design.v =====
module alu(
    input logic [31:0] operand_a,
    input logic [31:0] operand_b,
    input logic [3:0] alu_control,
    output logic [31:0] result,
    output logic zero
);
always_comb begin
    case(alu_control)
        4'b0010: result = operand_a + operand_b;   
        4'b0110: result = operand_a - operand_b;   
        4'b1000: result = operand_a ^ operand_b;   
        4'b0001: result = operand_a | operand_b;   
        4'b0000: result = operand_a & operand_b;   
        4'b1001: result = operand_a << operand_b[4:0]; 
        4'b1010: result = operand_a >> operand_b[4:0];  
        4'b1011: result = $signed(operand_a) >>> operand_b[4:0];  
        4'b0111: result = $signed(operand_a) < $signed(operand_b) ? 32'b1 : 32'b0;  
        4'b1100: result = (operand_a < operand_b) ? 32'b1 : 32'b0;  
        default: result = 32'b0;  
    endcase
    zero = (result == 32'b0) ? 1'b1 :1'b0;  
end
endmodule
module alu_control(
    input logic [6:0] func7,
    input logic [2:0] func3,
    input logic [6:0] opcode,
    output logic [3:0] alu_control,
    output logic [1:0] alu_op
);
always_comb begin
    case (opcode)
        7'b0110011: begin
            alu_op = 2'b10;  
            case (func3)
                3'b000:  alu_control =  (func7 == 7'b0000000) ? 4'b0010 : 4'b0110;  
                3'b100:  alu_control =  4'b1000;  
                3'b110:  alu_control =  4'b0001;  
                3'b111:  alu_control =  4'b0000;  
                3'b001:  alu_control =  4'b1001;  
                3'b101:  alu_control =  (func7 == 7'b0000000) ? 4'b1010 : 4'b1011;  
                3'b010:  alu_control =  4'b0111;  
                3'b011:  alu_control =  4'b1100;  
                default: alu_control =  4'bxxxx;  
            endcase
        end
        7'b0010011: begin
            alu_op = 2'b11;  
            case (func3)
                3'b000:  alu_control =  (func7 == 7'b0000000) ?4'b0010 : 4'b0110;  
                3'b100:  alu_control =  4'b1000;  
                3'b110:  alu_control =  4'b0001;  
                3'b111:  alu_control =  4'b0000;  
                3'b001:  alu_control =  4'b1001;  
                3'b101:  alu_control =  (func7 == 7'b0000000) ? 4'b1010 : 4'b1011;  
                3'b010:  alu_control =  4'b0111;  
                3'b011:  alu_control =  4'b1100;  
                default: alu_control =  4'bxxxx;   
            endcase
        end
        7'b0000011: begin
            alu_op = 2'b00;
            alu_control = 4'b0010;               
            case (func3)
                3'b000:  alu_control = 4'b0010;   
                3'b001:  alu_control = 4'b0010; 
                3'b010:  alu_control = 4'b0010; 
                3'b100:  alu_control = 4'b0010; 
                3'b101:  alu_control = 4'b0010; 
                default: alu_control = 4'bxxxx;
            endcase
        end
        7'b0100011: begin
            alu_op = 2'b01;
            alu_control = 4'b0010;               
        end
        7'b1100011: begin
            alu_op = 2'b01;
            case (func3)
                3'b000:  alu_control = 4'b0110;   
                3'b001:  alu_control = 4'b0110;   
                3'b100:  alu_control = 4'b0111;   
                3'b101:  alu_control = 4'b1001;   
                3'b110:  alu_control = 4'b1100;   
                3'b111:  alu_control = 4'b1010;   
                default: alu_control = 4'bxxxx;  
            endcase
        end
        7'b1101111: begin                        
            alu_op = 2'b10;                      
            alu_control = 4'b0010;               
        end
        7'b1100111: begin                        
            alu_op = 2'b10;                      
            alu_control = 4'b0010;               
        end
        7'b0010111: begin                        
            alu_op = 2'b10;                      
            alu_control = 4'b0010;               
        end 
        default: begin
            alu_op =2'bxx;
            alu_control = 4'bxxxx;
        end
    endcase
end
endmodule
module control_unit(
    input logic [6:0] opcode,
    output logic reg_write,
    output logic mem_to_reg,
    output logic mem_read,
    output logic mem_write,
    output logic branch,
    output logic alu_src,
    output logic [1:0] alu_op,
    output logic jump);
always_comb begin
    reg_write   = 0;        
    mem_to_reg  = 0;         
    mem_read    = 0;         
    mem_write   = 0;         
    branch      = 0;         
    alu_src     = 0;         
    alu_op      = 2'b00;     
    jump        = 0;        
    case (opcode)
        7'b0110011: begin  
            reg_write   = 1;        
            mem_to_reg  = 0;         
            mem_read    = 0;         
            mem_write   = 0;         
            branch      = 0;         
            alu_src     = 0;         
            alu_op      = 2'b10;     
            jump        = 0;     
        end
        7'b0000011: begin  
            reg_write   = 1;        
            mem_to_reg  = 1;         
            mem_read    = 1;         
            mem_write   = 0;         
            branch      = 0;         
            alu_src     = 1;         
            alu_op      = 2'b00;     
            jump        = 0;      
        end
        7'b0100011: begin  
            reg_write   = 0;        
            mem_to_reg  = 0;         
            mem_read    = 0;         
            mem_write   = 1;         
            branch      = 0;         
            alu_src     = 1;         
            alu_op      = 2'b01;     
            jump        = 0;       
        end
        7'b1100011: begin  
            reg_write   = 0;        
            mem_to_reg  = 0;         
            mem_read    = 0;         
            mem_write   = 0;         
            branch      = 1;         
            alu_src     = 0;         
            alu_op      = 2'b01;     
            jump        = 0;      
        end
        7'b1101111: begin  
            reg_write   = 1;        
            mem_to_reg  = 0;         
            mem_read    = 0;         
            mem_write   = 0;         
            branch      = 0;         
            alu_src     = 0;         
            alu_op      = 2'b00;     
            jump        = 1;        
        end
        7'b0110111: begin  
            reg_write   = 1;        
            mem_to_reg  = 0;         
            mem_read    = 0;         
            mem_write   = 0;         
            branch      = 0;         
            alu_src     = 1;         
            alu_op      = 2'b11;     
            jump        = 0;        
        end
        7'b0010011: begin  
            reg_write   = 1;        
            mem_to_reg  = 0;         
            mem_read    = 0;         
            mem_write   = 0;         
            branch      = 0;         
            alu_src     = 1;         
            alu_op      = 2'b11;     
            jump        = 0;        
        end
        default: begin 
        end
    endcase
end
endmodule
`timescale 1ns / 1ps
module decoder(
     input logic [31:0] instr,
     output logic [6:0] opcode,
     output logic [4:0] rd,
     output logic [2:0] func3,
     output logic [4:0] rs1,
     output logic [4:0] rs2,
     output logic [6:0] func7,
     output logic [31:0] imm
     );
     localparam R_FORMAT = 3'd1 , I_FORMAT = 3'd2 , S_FORMAT = 3'd3 , B_FORMAT = 3'd4 , U_FORMAT =3'd5 , J_FORMAT = 3'd6;
     logic [2:0] format_type;
always_comb begin
     opcode = instr[6:0];
     case (opcode)
          7'b0010011,7'b0000011,7'b000111,7'b1110011,7'b1100111: format_type = I_FORMAT;
          7'b0110011: format_type = R_FORMAT;
          7'b0100011: format_type = S_FORMAT;
          7'b1100011: format_type = B_FORMAT;
          7'b0110111: format_type = U_FORMAT;
          7'b1101111: format_type = J_FORMAT;
          default:    format_type = I_FORMAT;  
     endcase
     rd    =  5'b0;
     func3 =  3'b0;
     rs1   =  5'b0;
     rs2   =  5'b0;
     func7 =  7'b0;
     imm   =  32'b0;
     if (format_type == R_FORMAT ) begin
          rd     = instr[11:7];
          func3  = instr[14:12];
          rs1    = instr[19:15];
          rs2    = instr[24:20];
          func7  = instr[31:25];
     end
     else if (format_type == I_FORMAT ) begin
          rd     = instr[11:7];
          func3  = instr[14:12];
          rs1    = instr[19:15];
          imm    = $signed(instr[31:20]);
     end
     else if (format_type == S_FORMAT) begin
          func3  = instr[14:12];
          rs1    = instr[19:15];
          rs2    = instr[24:20];
          imm    = $signed({instr[31:25],instr[11:7]});
     end
     else if (format_type == U_FORMAT) begin
          rd  = instr[11:7];
          imm    = {instr[31:12],12'b0};
     end
     else if (format_type == B_FORMAT) begin
          func3  = instr[14:12];
          rs1    = instr[19:15];
          rs2    = instr[24:20];
          imm = $signed({instr[31], instr[7], instr[30:25], instr[11:8], 1'b0});
          end
     else if (format_type == J_FORMAT) begin
          rd  = instr[11:7];
          imm = {{11{instr[31]}},instr[31],instr[19:12],instr[20],instr[30:21],1'b0};
     end
end   
endmodule
module ex_stage(
    input logic [31:0] rd1,
    input logic [31:0] rd2,
    input logic alu_src,
    input logic [31:0] imm,
    input logic [6:0] func7,
    input logic [2:0] func3,
    input logic [6:0] opcode,
    output logic [3:0] alu_control,
    output logic [1:0] alu_op,
    output logic [31:0] result,
    output logic zero
);
logic [31:0] operand_b;
assign operand_b = (alu_src) ? imm : rd2;
alu_control alu_control_inst(
    .func7(func7),
    .func3(func3),
    .opcode(opcode),
    .alu_control(alu_control),
    .alu_op(alu_op)
);
alu alu_inst(
    .operand_a(rd1),
    .operand_b(operand_b),
    .alu_control(alu_control),
    .result(result),
    .zero(zero)
);
endmodule
`timescale 1ns / 1ps
module memory(
    input logic[31:0] addr,
    output logic [31:0] instr
    );
    logic [31:0] mem [0:255];
    assign instr = mem[addr[9:2]];
    initial begin
    integer i; 
    for (i=0; i<256 ; i=i+1) begin
    mem[i] = 32'h00000000;
    end
    end
    initial begin 
    mem[0] = 32'h06400093;  
    mem[1] = 32'h00400113;  
    mem[2] = 32'h0020a023;  
    mem[3] = 32'h0020a223;  
    mem[4] = 32'h0000a183;  
    mem[5] = 32'h0040a203;  
    mem[6] = 32'h0020c283;  
    mem[7] = 32'h0020d303;  
    mem[8] = 32'h0040c383;  
    mem[9] = 32'h0040d403;  
    mem[10] = 32'h00000013;  
    end
endmodule
`timescale 1ns / 1ps
module pc_adder(
    input logic [31:0] pc,
    output logic [31:0] next_pc
    );
    assign next_pc = pc + 32'd4 ;
endmodule
`timescale 1ns / 1ps
module ProgramCounter (
    input logic clk,
    input logic reset,
    input logic [31:0] next_pc,
    output logic [31:0] pc
);
    always_ff @(posedge clk or posedge reset) begin
        if (reset)
            pc <= 32'h00000000;   
        else
            pc <= next_pc;
    end
endmodule
`timescale 1ns / 1ps
module registers(
    input logic clk,
    input logic reset,
    input logic we,
    input logic [4:0] rs1,
    input logic [4:0] rs2,
    input logic [4:0] rd,
    input logic [31:0] wd,
    output logic [31:0] rd1,
    output logic [31:0] rd2
);
logic [31:0] register[0:31];
initial begin
    integer i;
    register[0] = 32'b0;
    for (i=0;i<32;i++) begin
        register[i] = 32'b0;
    end
    register[1]=100;
    register[2]=4;
end
always_comb begin 
    rd1  =  register[rs1];
    rd2  =  register[rs2];
end
always_ff @(posedge(clk)) begin
    if (reset) begin
    integer i;
        for (i=0;i<32;i++) begin
            register[i] <= 32'b0;
        end
    end
    else begin
        if ((we)&~(rd==5'b0)) begin
        register[rd] <= wd;
        end
    end;
end
endmodule
`timescale 1ns / 1ps
module top_stage(
    input logic clk,
    input logic reset,
    input logic we,
    output logic [31:0] instr,
    output logic [31:0] pc,
    output logic [6:0] opcode,
    output logic [4:0] rd,
    output logic [2:0] func3,
    output logic [4:0] rs1,
    output logic [4:0] rs2,
    output logic [6:0] func7,
    output logic [31:0] imm,
    output logic [31:0] rd1,
    output logic [31:0] rd2,
    output logic [3:0] alu_control,
    output logic [1:0] alu_op,
    output logic [31:0] alu_result,
    output logic zero,
    input logic [31:0] wd,
    output logic reg_write,
    output logic mem_to_reg,
    output logic mem_read,
    output logic mem_write,
    output logic branch,
    output logic alu_src,
    output logic jump
    );
    logic [31:0] next_pc;
    decoder decoderinst (
        .instr(instr),
        .opcode(opcode),
        .rd(rd),
        .func3(func3),
        .rs1(rs1),
        .rs2(rs2),
        .func7(func7),
        .imm(imm));
    ProgramCounter uut(
        .clk(clk),
        .reset(reset),
        .next_pc(next_pc),
        .pc(pc));
    pc_adder uut2(
        .pc(pc),
        .next_pc(next_pc));
    memory memory_instan(
        .addr(pc),
        .instr(instr));
    registers resgistersinst(
        .clk(clk),
        .reset(reset),
        .we(we),
        .rs1(rs1),
        .rs2(rs2),
        .rd(rd),
        .wd(wd),
        .rd1(rd1),
        .rd2(rd2));
    ex_stage ex_inst(
        .rd1(rd1),
        .rd2(rd2),
        .alu_src(alu_src),
        .imm(imm),
        .func7(func7),
        .func3(func3),
        .opcode(opcode),
        .alu_control(alu_control),
        .alu_op(alu_op),
        .result(alu_result),
        .zero(zero));
    control_unit cnt_int(
        .opcode(opcode),
        .reg_write(reg_write),
        .mem_to_reg(mem_to_reg),
        .mem_read(mem_read),
        .mem_write(mem_write),
        .branch(branch),
        .alu_src(alu_src),
        .alu_op(alu_op),
        .jump(jump));
endmodule

==> flow_summary.ini <==
; implementation run metrics
[global_routing]
antenna_found_initial = 2
overflow = 0
grt_max_degree = 54
grt_pass1_vias = 19400
track_usage_pct = 30.7
grt_pass1_wl_mm = 143

[sta]
finalWorstSetupSlack_ns = 8.32
tns_ns = 0
max_clock_freq_mhz = 73.6
hold_viol_final = 0
setup_viol = 0
relSlewSlack_pct = 23.3
fin_worst_skew_ns = 0.0147
finalCritPeriodShare_pct = 62.0
fin_crit_ns = 13.58
drv_slew = 0
tightest_slew_ns = 1.14
rsz0062_at_grt = false

[routing]
totalWireLength_mm = 100
wire_per_inst_um = 29.3
first_iter_violations = 2109
drt_pass1_iterations = 9
drc = 0
via_count = 20400
vias_per_cell = 5.95
num_antenna_cells = 0
antenna_left = 0

[finish]
regArea_mm2 = 0.00556
syn_to_final_growth_pct = 18.5
layout_top_cell = nand2_1
final_cell_mix = nand2_1 (222), clkdlybuf4s50_1 (208), nor2_1 (163), edfxtp_1 (160), a21oi_1 (157)
drive_above_1_share_pct = 8.73
nFillCells = 6630
mi_logic_area_mm2 = 0.0129

[floorplanning]
initCoreUtil_pct = 30.4
chipArea_mm2 = 0.0665
dieWidth_um = 258
design.core.area_mm2 = 0.0646
chipHeight_um = 258
rows = 93
ioPinCount = 273

[cts]
cts-buffers-inserted = 17
cts_sinks = 190
hold_buffers = 0
clockBufferDepth = 2
post-cts-setup-buffers = 0
clk_pin_slew_ns = 0.08
cts_tree = yes
ctsResizeCount = 0
clock.latency.late_pin_ns = 0.46
htreeDepth = 4
cts_root_buf = clkbuf_16

[synth]
ys_cells = 2402
edf_count = 160
synth.avg_cell_area_um2 = 8.17
ff_type = edfxtp_1
ys_area_mm2 = 0.0196
synth_area_mm2 = 0.0196
postSynthSeqShare_pct = 28.3
async_reset_ff_share_pct = 15.8
numSynthFlops = 190
yosys_warnings = 9
synth_cells = 2402
synth_cell_type_count = 100

[placement]
pre_cts_ws_ns = 9.15
io_buffer_count = 209
hpwl_mm = 78.1
gp_congestion = 1.07

[power]
pwr-share-clk_pct = 26.8
vdd_ir_drop_max_v = 0.0000714
power.leakage_nw = 9.13
switchingPower_uw = 491
p_comb_share_pct = 39.8
p_int_uw = 749
p_sw_share_pct = 39.6
seqPwrFrac_pct = 33.4
power_density_mw_per_mm2 = 53.3

[hold_path]
hold_path_end = uut.pc[31]$_DFF_PP0_
worstHoldPathCells = 1
hp-class = register to register
min_from = uut.pc[31]$_DFF_PP0_

[run_status]
outcome = complete, no violations

[flow_run]
maxCapViolations = 0
warning_count = 100

[critical_path]
cp_data_required_time_ns = 17.52
slowest_stage = dfrtp_1
cp.arrival_ns = 9.20
ff2ff_path_depth = 10
crit_path_max_incr_delay_ns = 0.80
start_kind = register
worst-path-max-fanout = 39
cp-end-kind = output pin
rr_startpoint = uut.pc[3]$_DFF_PP0_
worstSetupPathType = register to output pin
cp_cell_sequence = ha_1 -> nor2b_1 -> nand2_1 -> nor3_1 -> nor2_4 -> buf_4 -> inv_2 -> ha_1 -> fa_1 -> a21oi_1 -> o21ai_0 -> nor3b_1 -> o21ai_0 -> a21oi_1 -> nor4_1 -> a41oi_1 -> o2111ai_1 -> a211o_1 -> or4_1 -> nor4b_2 -> nand4_1 -> nor3_2 -> clkdlybuf4s50_1
reg2reg_to = resgistersinst.register[4][19]$_SDFFCE_PN0P_
startpoint = uut.pc[3]$_DFF_PP0_
ff2ff_setup_slack_ns = 17.70
==> state kept, by name (all words and copies together), names as in the netlist <==
signal                   count
resgistersinst.register    160
uut.pc                      30
==> cell usage after synthesis, types with 12 or more instances <==
master | n | share of area, %
dfrtp_1 | 30 | 3.8
clkbuf_1 | 115 | 2.2
o21ai_1 | 38 | 0.97
o31ai_1 | 15 | 0.57
mux2i_1 | 17 | 0.87
buf_1 | 23 | 0.44
a21o_1 | 15 | 0.57
o221ai_1 | 13 | 0.58
buf_2 | 22 | 0.56
and3_1 | 17 | 0.54
edfxtp_1 | 160 | 24
nand2b_1 | 24 | 0.76
mux2i_4 | 19 | 2.2
a31oi_1 | 33 | 1.1
nor2b_1 | 24 | 0.76
a211o_1 | 15 | 0.67
o2111ai_1 | 15 | 0.67
nand4_1 | 36 | 1.1
nor2_1 | 164 | 3.1
o21ai_0 | 144 | 3.7
buf_4 | 72 | 2.8
mux4_2 | 27 | 3.1
inv_1 | 107 | 2.0
o211ai_1 | 74 | 2.8
nor3_1 | 52 | 1.3
xnor2_1 | 30 | 1.3
nand2_1 | 224 | 4.3
nand3_1 | 155 | 4.0
a221oi_1 | 12 | 0.54
a211oi_1 | 34 | 1.3
o22ai_1 | 34 | 1.1
ha_1 | 110 | 7.0
and2_1 | 137 | 4.4
a21oi_1 | 157 | 4.0
o21bai_1 | 12 | 0.46
==> kinds of logic after synthesis <==
| logic type | after synthesis | share of synthesized area (%) |
|---|---|---|
| AND-OR/OR-AND | 719 | 23.9 |
| XOR/XNOR | 34 | 1.52 |
| adder cells (fa/ha/maj) | 112 | 7.22 |
| buffers and inverters | 354 | 8.50 |
| flip-flops | 190 | 28.3 |
| multiplexers | 74 | 6.89 |
| other | 1 | 0.0191 |
| AND/OR/NAND/NOR | 918 | 23.7 |
==> layout make-up <==
type / instances / area share, %
multi-input combinational: 1952 / 55.3
sequential: 190 / 23.9
timing repair buffer: 285 / 11.4
tap: 855 / 4.60
inverter: 118 / 1.90
clock buffer: 17 / 1.83
clock inverter: 15 / 1.01
==> critical path: cells and delay by family, from the launching register on <==
family / cells / cell delay (ns)
AOI/OAI and AO/OA: 7 / 2.22
and+or+nand+nor: 10 / 3.39
buffers and inverters: 3 / 1.07
DFF: 1 / 0.80
adders and majority gates: 3 / 1.22
==> per-layer routing <==
metal | up-vias | part of all wire [%] | track usage, %
met5 | - | 0 | 0
met4 | 0 | 3.4 | 8.38
met1 | 10000 | 44 | 46.4
met3 | 177 | 10 | 8.79
met2 | 1177 | 42 | 43.6
li1 | 9063 | - | -
==> stage by stage <==
step	std cells	area [um^2]	utilization, %	total power, mW	hold slack (ns)
after global routing	3432	23300	36.0	1.29	0.508
final	3432	23300	36.0	1.24	0.484
after detailed placement	3400	22600	35.0	0.898	0.473
after floorplan	2496	20000	-	0.693	0.424
after CTS	3432	23300	36.0	1.23	0.484
after global placement	3400	22600	35.0	0.905	0.463
==> how the worst max path moves through the flow <==
stage / end / slack [ns] / cells after the start
5_1_grt: zero / 7.95 / 22
4_1_cts: zero / 8.61 / 22
6_report: zero / 8.32 / 23
==> power groups by stage <==
| stage | sequential, mW | combinational [mW] | clock (mW) |
|---|---|---|---|
| 5_1_grt | 0.415 | 0.522 | 0.351 |
| 6_report | 0.414 | 0.493 | 0.332 |
| 4_1_cts | 0.414 | 0.479 | 0.340 |
Power figures rest on the tool's default switching activity, not on a simulated workload.
